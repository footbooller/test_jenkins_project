## /design/flow/run.sh

```bash
#!/bin/bash
# OpenROAD 26Q1-2900-gdf79404cd8, Yosys 0.63+post, stock flow scripts
make -C /OpenROAD-flow-scripts/flow DESIGN_CONFIG=/design/flow/config.mk WORK_HOME=/design/flow/orfs finish
```

## /design/flow/config.mk

```make
export PLATFORM = sky130hd
export DESIGN_NAME = lte_hw_acc_scrambler
export DESIGN_NICKNAME = lte_hw_acc_scrambler
export VERILOG_FILES = /design/flow/design.v
export SDC_FILE = /design/flow/constraint.sdc
export NUM_CORES = 4
export LEC_CHECK = 1
export CORE_UTILIZATION = 30
```

## /design/flow/constraint.sdc

```tcl
current_design lte_hw_acc_scrambler

set clk_period 42.4
set clk_io_pct 0.2

create_clock -name clk0 -period $clk_period [get_ports {clk}]

set non_clock_inputs [all_inputs -no_clocks]
set_input_delay [expr $clk_period * $clk_io_pct] -clock clk0 $non_clock_inputs
set_output_delay [expr $clk_period * $clk_io_pct] -clock clk0 [all_outputs]
```

## /design/flow/design.v

```verilog
`timescale 1ns / 1ps
module lte_hw_acc_scrambler #(
    parameter IN_DATA_WIDTH = 1
)
(
    input  logic                         clk,
    input  logic                         ce,
    input  logic                         rstn,
    input  logic [3:0]                   sfn,         
    input [IN_DATA_WIDTH - 1 : 0]        s_data,      
    input                                s_valid,
    output                               s_ready,
    input                                in_sof,      
    input [7:0]                          in_lof,      
    input [4:0]                          cfg_addr,
    input [30:0]                         cfg_data,
    input                                cfg_wr,
    output [IN_DATA_WIDTH - 1 : 0]       m_data,
    output                               m_valid,
    input                                m_ready,
    output                               out_sof,     
    output [7:0]                         out_lof      
);
    logic [30:0]                    x_data_1;
    logic [30:0]                    x_data_2;
    logic [19:0] [30:0]             cfg_reg;         
    logic [7:0]                     counter;
    logic                           processing;      
    logic                           transfer;
    logic [30:0]                    effective_x1;
    logic [30:0]                    effective_x2;
    assign effective_x1 = (transfer && in_sof) ? cfg_reg[2 * sfn] : x_data_1;
    assign effective_x2 = (transfer && in_sof) ? cfg_reg[2 * sfn + 1] : x_data_2;
    always @(posedge clk) begin
        if(!rstn) begin
            for (int i = 0; i < 20; i++) begin
                if (i % 2 == 0) begin
                    cfg_reg [i] = {30'b0, 1'b1};
                end
                else if (i % 2 == 1) begin
                    cfg_reg[i] = (i >> 2) << 9;
                end
            end
        end
        if(cfg_wr && !processing) begin
            cfg_reg[cfg_addr] <= cfg_data;
        end
    end
    always_ff @(posedge clk) begin
        if (!rstn) begin
            x_data_1    <= 31'b0;
            x_data_2    <= 31'b0;
            processing  <= 1'b0;
            counter     <= 8'b0;
        end else if(ce) begin
            if (transfer) begin
                if (in_sof) begin
                    x_data_1 <= {effective_x1[0] ^ effective_x1[3], effective_x1[30:1]};
                    x_data_2 <= {effective_x2[0] ^ effective_x2[1] ^ effective_x2[2] ^ effective_x2[3], effective_x2[30:1]};
                    counter <= in_lof - 8'd1;
                    processing <= 1'b1;
                end else if (processing) begin
                    x_data_1 <= {x_data_1[0] ^ x_data_1[3], x_data_1[30:1]};
                    x_data_2 <= {x_data_2[0] ^ x_data_2[1] ^ x_data_2[2] ^ x_data_2[3], x_data_2[30:1]};
                    counter <= counter - 8'd1;
                    if (counter == 8'd1) begin 
                        processing <= 1'b0;
                    end
                end
            end
        end
    end
    assign m_data   = s_data ^ (effective_x1[0] ^ effective_x2[0]);
    assign transfer = s_valid && s_ready;
    assign s_ready  = m_ready;
    assign m_valid  = s_valid;
    assign out_lof  = in_lof;
    assign out_sof  = in_sof;
endmodule
```

==> run summary <==
fresh numbers from the pnr run: Synth Seq Share 58.6%, largest net degree at the start of global routing 122, ao+oa area frac 14.2%, clk buf depth 3, layout cells sized above 1 22.4%, Fin Setup TNS 0 ns, skew final 0.0165 ns, postcts setup bufs 0, data arrival time of the worst path 11.70 ns, cell count listed in synth_stat.txt 2301, post-CTS sizing 0, Wirelength per Cell 24.9 µm, aggregate routed wire length 94400 µm, Pwr per Cell Area 42.7 nW/µm², max-slew violation count 0, Hold Crit Start counter[1], tool warnings 30, Die Width 340 µm, Unique masters post-synth 49, Hold Path Class register to register, Vias/cell 5.62, number of flip-flops in the largest register 620, IO Pins 68, crit end category output port, row count 123, final std cell area, no fill 38700 µm², Synth Area in Simple Gates 2.66%, floorplan core density 30.3%, final core area utilization 34.3%, number of port buffers 67, mux share 20.5%, Pre-antenna DRT Iters 5, antenna violations before repair 4, ys flops 691, status finished clean, final period utilization 47.6%, chip area 115000 µm², Synth top area share 54.5%, iteration-0 DRC count of the detailed router 1287, post-synth top area cell edfxtp_1, YS warnings 1, cell area after synthesis 34200 µm², actual slew at the worst max-slew pin 0.898 ns, clk sink count 691, Cell Area, Placed 36200 µm², required time of the critical path 33.92 ns, Tot GR Track Use 17.2%, Critical Path Start m_ready, Overflow after GRT 0, Tot Pwr 1.65 mW, first-pass GRT wire length 143000 µm, via count 21300, min Tclk post-route 20.18 ns, count of library flops with an enable pin 620, most numerous logic cells after layout edfxtp_1 (620), a22o_1 (310), mux2_1 (194), root buffer cell clkbuf_16, critical path class input port to output port, Max VDD drop 0.0286 mV, cts-stage hold buffer count 0, Antenna Diode Count 0, RSZ-0062 raised after global routing false, vias in the first global route 22800, startpoint types input port, Clock Pin Slew Worst Setup and Hold Paths 0.06 ns, Syn Area/Cell 14.9 µm², top post-synthesis cells by area edfxtp_1 (54%), mux4_2 (8.2%), a22o_1 (7.9%), mux2_1 (6.4%), mux2_2 (5.7%), Reg-to-Reg Start processing, H-tree Lvls 3, CTS buffer count 72, async set-reset flop share out of synthesis 0%, Yosys Chip Area 34200 µm², Leak 13.2 nW, highest-count logic cell in the final layout edfxtp_1, FA/HA/MAJ Cells, Area Fraction 0.220%, XORs/XNORs by Area 0.307%, area grow syn2layout 13.1%, Slew HR 40.0%, Core ar. 113000 µm², main flop type edfxtp_1, DRC 0, post-synthesis cell count 2301, CTS tree yes, Max FO, Critical Path 60, post-DP HPWL 51100 µm, Logic family by area multiplexers, RePlAce Congestion 0.849, max frequency 49.6 MHz, ANT nets after route 0, Final Setup Violations 0, Max-Cap Viols 0, chip height 340 µm, Latency at later pin 0.62 ns, final-report hold violation count 0
where the power goes:
| group | internal [mW] | leakage (nW) | switching [mW] | total, mW |
|---|---|---|---|---|
| Clock | 0.390 | 1.21 | 0.266 | 0.655 |
| Combinational | 0.0815 | 5.35 | 0.0882 | 0.170 |
| Sequential | 0.803 | 6.62 | 0.0223 | 0.825 |
| Total | 1.27 | 13.2 | 0.376 | 1.65 |
kinds of logic after synthesis:
group / after synthesis
buffers and inverters: 275
multiplexers: 499
AND-OR/OR-AND: 645
flip-flops: 691
AND/OR/NAND/NOR: 173
adder cells (fa/ha/maj): 6
XOR/XNOR: 12
worst max-delay path, stage by stage:
cell             delay, ns
clkdlybuf4s50_1       0.66
and3_4                0.77
nand3_1               0.30
o21ai_0               0.32
a211oi_2              0.10
xnor2_1               0.40
xnor2_1               0.17
clkdlybuf4s50_1       0.47
final cells by class:
type | count | area, µm²
clock inverter | 26 | 288
clock buffer | 107 | 2160
sequential | 691 | 20000
fill | 10400 | 74100
multi-input combinational | 1335 | 13100
inverter | 9 | 33.8
tap | 1500 | 1880
timing repair buffer | 127 | 1140
per-layer routing:
layer | up-vias | global-route usage, % | routed length (µm)
li1 | 9175 | - | -
met1 | 10600 | 21.2 | 35100
met5 | - | 1.63 | 120
met3 | 200 | 12.3 | 14800
met2 | 1379 | 24.5 | 41700
met4 | 10 | 4.07 | 2670
stage by stage:
stage,instances,setup WS (ns),hold WS [ns]
final,3795,22.22,0.497
after floorplan,2301,5.66,0.467
after CTS,3795,22.28,0.499
after detailed placement,3662,22.32,0.484
after global routing,3795,22.04,0.524
after global placement,3662,22.33,0.477
synth_stat cells (6+ instances only):
| cell | n |
|---|---|
| edfxtp_1 | 620 |
| a22o_1 | 310 |
| mux2_1 | 194 |
| clkbuf_1 | 178 |
| mux2_2 | 174 |
| a21oi_1 | 124 |
| mux4_2 | 124 |
| o21ai_0 | 73 |
| dfxtp_1 | 71 |
| nor2b_1 | 61 |
| buf_2 | 60 |
| a22oi_1 | 58 |
| a2bb2oi_1 | 56 |
| nand2_1 | 32 |
| nor2_1 | 31 |
| buf_4 | 17 |
| nand3_1 | 13 |
| inv_1 | 9 |
| buf_1 | 7 |
| mux2i_1 | 7 |
| and2_1 | 6 |
| and3_1 | 6 |
| ha_1 | 6 |
| xnor2_1 | 6 |
| xor2_1 | 6 |
worst paths after layout:
check,endpoint,slack (ns),cells past startpoint
worst max-delay path,m_data[0],22.22,8
worst min-delay path,counter[1],0.50,2
worst min register to register,counter[1],0.50,2
worst max register to register,cfg_reg[536],38.63,4
Power and IR drop assume default switching activity.
